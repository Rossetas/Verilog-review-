$ cat flow/design.v
module binaryAdder32b (
    Q,
    RCO,
    CLK,
    EN,
    MODO,
    A,
    B,
    Cin
);
output [31:0] Q;
output RCO;
input CLK, EN;
input [1:0] MODO;
input [31:0] A;
input [31:0] B;
input Cin;
wire bus_a;  
wire bus_b;  
wire bus_c;  
binaryAdder8b DUT_8b_a(
    .CLK    (CLK),
    .EN     (EN),
    .MODO   (MODO),
    .A      (A[7:0]),
    .B      (B[7:0]),
    .Q      (Q[7:0]),
    .RCO    (bus_a),
    .Cin    (Cin)
);
binaryAdder8b DUT_8b_b(
    .CLK    (CLK),
    .EN     (EN),
    .MODO   (MODO),
    .A      (A[15:8]),
    .B      (B[15:8]),
    .Q      (Q[15:8]),
    .RCO    (bus_b),
    .Cin    (bus_a)
); 
binaryAdder8b DUT_8b_c(
    .CLK    (CLK),
    .EN     (EN),
    .MODO   (MODO),
    .A      (A[23:16]),
    .B      (B[23:16]),
    .Q      (Q[23:16]),
    .RCO    (bus_c),
    .Cin    (bus_b)
); 
binaryAdder8b DUT_8b_d(
    .CLK    (CLK),
    .EN     (EN),
    .MODO   (MODO),
    .A      (A[31:24]),
    .B      (B[31:24]),
    .Q      (Q[31:24]),
    .RCO    (RCO),
    .Cin    (bus_c)
); 
endmodule
module binaryAdder4b (  
    Q,
    RCO,
    CLK,
    EN,
    MODO,
    A,
    B, 
    Cin  
);
output reg [3:0] Q;
output reg RCO;  
input CLK, EN;
input [1:0] MODO;
input [3:0] A;
input [3:0] B;
input Cin;
always @(posedge CLK) begin
    if (EN == 0) begin
        Q[3:0] = Q[3:0];
    end
    else if (EN) begin
        if (MODO == 2'b00) begin
            Q[3:0] <= Q[3:0];
            RCO <= 0;
        end
        else if (MODO == 2'b01) begin  
            {RCO, Q[3:0]} <= A[3:0] + B[3:0] + Cin;
        end
        else if (MODO == 2'b10) begin  
            {RCO, Q[3:0]} <= A[3:0] + (~B[3:0] + 1) + Cin;
        end
        else if (MODO == 2'b11) begin
            Q[3:0] <= 0;
            RCO <= 0;
        end
    end
end
endmodule
module binaryAdder8b (
    Q,
    RCO,
    CLK,
    EN,
    MODO,
    A,
    B,
    Cin
);
output [7:0] Q;
output RCO;
input CLK, EN;
input [1:0] MODO;
input [7:0] A;
input [7:0] B;
input Cin;
wire bus;
binaryAdder4b DUT_4b_a(
    .CLK    (CLK),
    .EN     (EN),
    .MODO   (MODO),
    .A      (A[3:0]),
    .B      (B[3:0]),
    .Q      (Q[3:0]),
    .RCO    (bus),
    .Cin    (Cin)
);
binaryAdder4b DUT_4b_b(
    .CLK    (CLK),
    .EN     (EN),
    .MODO   (MODO),
    .A      (A[7:4]),
    .B      (B[7:4]),
    .Q      (Q[7:4]),
    .RCO    (RCO),
    .Cin    (bus)
);
endmodule
$ cat flow/run.sh
#!/bin/bash
# OpenROAD 26Q1-2900-gdf79404cd8, Yosys 0.63+post, stock flow scripts
make -C /OpenROAD-flow-scripts/flow DESIGN_CONFIG=/design/flow/config.mk WORK_HOME=/design/flow/orfs finish
$ cat flow/config.mk
export PLATFORM = sky130hd
export DESIGN_NAME = binaryAdder32b
export DESIGN_NICKNAME = binaryAdder32b
export VERILOG_FILES = /design/flow/design.v
export SDC_FILE = /design/flow/constraint.sdc
export NUM_CORES = 4
export LEC_CHECK = 1
export CORE_UTILIZATION = 50
$ cat flow/constraint.sdc
current_design binaryAdder32b

set clk_period 2.9
set clk_io_pct 0.2

create_clock -name clk0 -period $clk_period [get_ports {CLK}]

set non_clock_inputs [all_inputs -no_clocks]
set_input_delay [expr $clk_period * $clk_io_pct] -clock clk0 $non_clock_inputs
set_output_delay [expr $clk_period * $clk_io_pct] -clock clk0 [all_outputs]
==> impl_metrics.yaml <==
# generated from flow reports
sta:
  rsz0062_at_grt: "false"
  finalSetupViolCount: 0
  final-hold-violation-count: 0
  setup_tns_ps: 0
  tightest_slew_ps: 440
  skew_ps: 3.21
  relSlewSlack_pct: 70.7
  period_used_pct: 87.7
  max_freq_ghz: 0.393
  final-max-slew-violation-count: 0
  finalCriticalPeriod_ps: 2540
worst_setup_path:
  crit_arrival_ps: 2580
  r2r_cells: 10
  critPathCaptureType: "register"
  worstSetupPathType: "primary input to register"
  reg2reg_to: "DUT_8b_c.DUT_4b_b.RCO$_SDFFCE_PP0P_"
  crit_required_ps: 2940
  start_kind: "primary input"
  r2r_start: "DUT_8b_c.DUT_4b_a.RCO$_SDFFCE_PP0P_"
  regToRegSetupSlack_ps: 690
  crit_fanout: 2
logic_synthesis:
  synthTopLogicFamily: "adder cells"
  adder_share_pct: 37.1
  ys_ff: 40
  synth.avg_cell_area_sq_um: 10.5
  ys_sh_simple_pct: 5.70
  yosysMostFrequentCell: "ha_1"
  synthCells: 405
  ys_chip_area_sq_um: 4260
  topCellsByArea: "edfxtp_1, ha_1, fa_1, xor2_1, inv_1"
  async_flop_share_pct: 0
  top_area_cell: "edfxtp_1"
  synthAoiAreaFrac_pct: 13.6
  yosysTopAreaCellShare_pct: 28.2
  ys_sh_mux_pct: 0
  synth.cellmix.xorXnorShare_pct: 8.22
  synth_top_flop_cell: "edfxtp_1"
  synthesis.area_sq_um: 4260
  yosysSeqAreaShare_pct: 28.2
  ys_types: 24
  common_cells: "ha_1, inv_1, edfxtp_1"
  edf_count: 40
  yosys_warnings: 1
  ys_cells: 405
grt:
  grt_pass1_vias: 3093
  grt_overflow: 0
  grt_pass1_wl_um: 13600
  grt_use_total_pct: 20.6
  antenna_found_initial: 0
  grt_max_degree: 22
route:
  viasPerCell: 4.99
  dr.pass1.iters: 4
  antennaDiodeCount: 0
  vias: 3116
  ant_nets: 0
  routedWlPerCell_um: 12.8
  drc_errors: 0
  drtIter0Drc: 51
  routed_wl_um: 8020
min_path:
  hold-path-endpoint: "DUT_8b_d.DUT_4b_a.Q[0]$_DFFE_PP_"
  hold_class: "register to register"
  hold_depth: 2
  min_from: "DUT_8b_c.DUT_4b_b.RCO$_SDFFCE_PP0P_"
flow_run:
  maxCapViolations: 0
  warnings: 58
floorplanning:
  core_sq_um: 8220
  fp_util_pct: 51.9
  std_cell_rows: 33
  die_width_um: 94.3
  die_h_um: 94.3
  die_area_sq_um: 8890
  io_pins: 102
finish:
  seqCellArea_sq_um: 1200
  fillCellCount: 647
  finalNonFillerCells: 625
  comb_area_sq_um: 2750
  areaGrowthSynthToFinish_pct: 30.3
  drive_gt1_share_pct: 6.35
cts:
  clkTransAtPathRegs_ps: 70
  clock-sinks: 40
  cts_hold_repair.buffers: 0
  clock_tree.root_cell: "clkbuf_8"
  cts_tree: "yes"
  worstSkewPairLatency_ps: 280
  htreeDepth: 2
  numCtsBuffers: 5
  clockBufferDepth: 2
  postCtsSetupBuffers: 0
  cts_resized: 0
placement:
  dp_cells: 617
  hpwlAfterDp_um: 6790
  gp_congestion: 0.840
  io_buffers: 101
status:
  outcome: "completed"
pwr:
  p_leak_nw: 2.56
  p_per_area_nw_per_um2: 344
  ir_worst_vdd_uv: 190
-- stage by stage --
stage               hold slack, ps  power, mW  instance area, sq um  utilization (%)  worst slack (ps)
finish                         743       1.91                  5550             67.6               358
detailed placement             710       1.58                  5470             66.6              53.7
global placement               706       1.57                  5470             66.6              81.9
CTS                            746       1.94                  5550             67.6               362
floorplan                      688       1.25                  4260                -               667
global route                   771       2.08                  5550             67.6               210
-- cell families after synthesis --
kind of cell / after synthesis
flops: 40
simple gates: 52
compound gates: 81
fa+ha+maj: 112
xor+xnor: 40
buf+inv: 80
-- power breakdown --
group / total [mW] / switching (mW) / leakage [nW] / internal, mW
clock network: 0.348 / 0.181 / 0.0399 / 0.168
registers: 0.738 / 0.0222 / 0.394 / 0.716
logic: 0.822 / 0.373 / 2.13 / 0.448
-- flip-flops by register name (all words and copies together), names as in the netlist, 4 cells and up --
name	flops
DUT_8b_a.DUT_4b_a.Q	4
DUT_8b_a.DUT_4b_b.Q	4
DUT_8b_b.DUT_4b_a.Q	4
DUT_8b_b.DUT_4b_b.Q	4
DUT_8b_c.DUT_4b_a.Q	4
DUT_8b_c.DUT_4b_b.Q	4
DUT_8b_d.DUT_4b_a.Q	4
DUT_8b_d.DUT_4b_b.Q	4
-- per-layer routing --
| metal | track usage, % | routed length (um) | up-vias |
|---|---|---|---|
| met1 | 30.6 | 3660 | 1428 |
| met3 | 4.77 | 558 | 4 |
| met5 | 0 | 0 | - |
| li1 | - | - | 1595 |
| met2 | 33.8 | 3740 | 89 |
| met4 | 1.92 | 58 | 0 |
-- cell usage in the layout (no fill, tap or decap) --
| cell type | netlist | layout |
|---|---|---|
| fa_1 | 24 | 24 |
| nand2_1 | 9 | 9 |
| clkdlybuf4s50_1 | 0 | 101 |
| ha_1 | 88 | 88 |
| a21o_1 | 8 | 8 |
| nor2b_1 | 1 | 1 |
| o21bai_1 | 8 | 8 |
| a221oi_2 | 8 | 8 |
| clkinv_1 | 0 | 1 |
| clkbuf_8 | 0 | 5 |
| inv_1 | 66 | 66 |
| buf_4 | 0 | 14 |
| inv_2 | 6 | 6 |
| nor2_1 | 24 | 24 |
| nand2b_1 | 10 | 10 |
| xnor2_1 | 8 | 8 |
| and2_1 | 8 | 8 |
| o2bb2ai_1 | 8 | 8 |
| edfxtp_1 | 40 | 40 |
| clkbuf_1 | 2 | 2 |
| a21oi_1 | 24 | 24 |
| xor2_1 | 32 | 32 |
| o22ai_1 | 16 | 16 |
| o21ai_0 | 8 | 8 |
| o21a_1 | 1 | 1 |
-- area by class of cell --
| class | instances | area share, % |
|---|---|---|
| Inverter | 72 | 4.87 |
| Sequential cell | 40 | 21.6 |
| Clock buffer | 7 | 1.37 |
| Timing Repair Buffer | 115 | 20.1 |
| Tap cell | 105 | 2.37 |
| Clock inverter | 1 | 0.0676 |
| Multi-Input combinational cell | 285 | 49.6 |
-- worst max-delay path by stage --
stage	startpoint	endpoint	depth (start not counted)
final	Cin	DUT_8b_a.DUT_4b_a.RCO$_SDFFCE_PP0P_	11
after CTS	B[20]	DUT_8b_c.DUT_4b_b.RCO$_SDFFCE_PP0P_	10
after global routing	B[4]	DUT_8b_a.DUT_4b_b.RCO$_SDFFCE_PP0P_	10
-- critical path, stage by stage --
cell and delay, ps:
clkdlybuf4s50_1 490, inv_1 50, ha_1 260, inv_1 60, ha_1 150, inv_1 60, fa_1 380, nand2b_1 150
a21oi_1 140, xor2_1 170, o2bb2ai_1 80
Power figures rest on the tool's default switching activity, not on a simulated workload.
